===== design.v =====
module arith #(
  Add = 0,
  Sub = 1,
  Mul = 2
) (
  input  signed [7:0] opd1_i,
  input  signed [7:0] opd2_i,
  input         [1:0] op_i,
  output reg    [7:0] res_o
);
always @(*) begin
  case (op_i)
    Add: res_o = opd1_i + opd2_i;
    Sub: res_o = opd1_i - opd2_i;
    Mul: res_o = opd1_i * opd2_i;
    default: res_o = 0;
  endcase
end
endmodule
module sort (
  input clk_i,
  input rst_ni,
  input  en_i,
  output busy_o,
  output valid_o,
  input  [127:0] data_i,
  output [127:0] data_o
);
  integer i;
  reg [3:0] state_q, state_d;
  reg [7:0] proc_cnt_q, proc_cnt_d;   
  reg [7:0] in_buf[0:15];     
  reg [7:0] out_buf[0:15];    
  reg [4:0] cnt_arr[0:255];   
  reg [7:0] pos;         
  reg [4:0] cnt_arr_d;   
  assign busy_o  = state_q != 4'h0;
  assign valid_o = state_q == 4'h4;
  assign data_o = {
    out_buf[15], out_buf[14], out_buf[13], out_buf[12],
    out_buf[11], out_buf[10], out_buf[9],  out_buf[8],
    out_buf[7],  out_buf[6],  out_buf[5],  out_buf[4],
    out_buf[3],  out_buf[2],  out_buf[1],  out_buf[0]
  };
  always @(posedge clk_i or negedge rst_ni) begin
    if (!rst_ni) begin
      state_q <= 4'h0;
    end else begin
      state_q <= state_d;
    end
  end
  always @(*) begin
    case (state_q)
      4'h0: begin
        if (en_i) begin
          state_d = 4'h1;
        end else begin
          state_d = 4'h0;
        end
      end
      4'h1: begin
        if (proc_cnt_q == 8'h0f) begin
          state_d = 4'h2;
        end else begin
          state_d = 4'h1;
        end
      end
      4'h2: begin
        if (proc_cnt_q == 8'hff) begin
          state_d = 4'h3;
        end else begin
          state_d = 4'h2;
        end
      end
      4'h3: begin
        if (proc_cnt_q == 8'h0f) begin
          state_d = 4'h4;
        end else begin
          state_d = 4'h3;
        end
      end
      4'h4: begin
        state_d = 4'h0;
      end
      default: begin
        state_d = 4'h0;
      end
    endcase
  end
  always @(posedge clk_i or negedge rst_ni) begin
    if (!rst_ni) begin
      for (i = 0; i < 16; i = i + 1) begin
        in_buf[i] <= 8'd0;
      end
    end else begin
      if (state_q == 4'h0 && en_i) begin
        { in_buf[15], in_buf[14], in_buf[13], in_buf[12],
          in_buf[11], in_buf[10], in_buf[9],  in_buf[8],
          in_buf[7],  in_buf[6],  in_buf[5],  in_buf[4],
          in_buf[3],  in_buf[2],  in_buf[1],  in_buf[0] } <= data_i;
      end
    end
  end
  always @(posedge clk_i or negedge rst_ni) begin
    if (!rst_ni) begin
      for (i = 0; i < 32; i = i + 1) begin
        cnt_arr[8 * i]     <= 5'd0;
        cnt_arr[8 * i + 1] <= 5'd0;
        cnt_arr[8 * i + 2] <= 5'd0;
        cnt_arr[8 * i + 3] <= 5'd0;
        cnt_arr[8 * i + 4] <= 5'd0;
        cnt_arr[8 * i + 5] <= 5'd0;
        cnt_arr[8 * i + 6] <= 5'd0;
        cnt_arr[8 * i + 7] <= 5'd0;
      end
    end else begin
      if (state_q != 4'h4) begin
        cnt_arr[pos] <= cnt_arr_d;
      end else begin
        for (i = 0; i < 32; i = i + 1) begin
          cnt_arr[8 * i]     <= 5'd0;
          cnt_arr[8 * i + 1] <= 5'd0;
          cnt_arr[8 * i + 2] <= 5'd0;
          cnt_arr[8 * i + 3] <= 5'd0;
          cnt_arr[8 * i + 4] <= 5'd0;
          cnt_arr[8 * i + 5] <= 5'd0;
          cnt_arr[8 * i + 6] <= 5'd0;
          cnt_arr[8 * i + 7] <= 5'd0;
        end
      end
    end
  end
  always @(*) begin
    case (state_q)
      4'h1: begin
        pos = in_buf[proc_cnt_q[3:0]];
      end
      4'h2: begin
        pos = proc_cnt_q;
      end
      4'h3: begin
        pos = in_buf[proc_cnt_q[3:0]];
      end
      default: begin
        pos = 8'd0;
      end
    endcase
  end
  always @(*) begin
    case (state_q)
      4'h1: begin
        cnt_arr_d = cnt_arr[pos] + 5'd1;
      end
      4'h2: begin
        if (~|pos) begin
          cnt_arr_d = cnt_arr[0];
        end else begin
          cnt_arr_d = cnt_arr[pos - 8'd1] + cnt_arr[pos];
        end
      end
      4'h3: begin
        cnt_arr_d = cnt_arr[pos] - 5'd1;
      end
      default: begin
        cnt_arr_d = 5'd0;
      end
    endcase
  end
  always @(posedge clk_i or negedge rst_ni) begin
    if (!rst_ni) begin
      proc_cnt_q <= 8'd0;
    end else begin
      proc_cnt_q <= proc_cnt_d;
    end
  end
  always @(*) begin
    case (state_q)
      4'h1: begin
        if (proc_cnt_q == 8'h0f) begin
          proc_cnt_d = 8'd0;
        end else begin
          proc_cnt_d = proc_cnt_q + 8'd1;
        end
      end
      4'h2: begin
        if (&proc_cnt_q) begin
          proc_cnt_d = 8'd0;
        end else begin
          proc_cnt_d = proc_cnt_q + 8'd1;
        end
      end
      4'h3: begin
        if (proc_cnt_q == 8'h0f) begin
          proc_cnt_d = 8'd0;
        end else begin
          proc_cnt_d = proc_cnt_q + 8'd1;
        end
      end
      default: begin
        proc_cnt_d = 8'd0;
      end
    endcase
  end
  always @(posedge clk_i or negedge rst_ni) begin
    if (!rst_ni) begin
      for (i = 0; i < 16; i = i + 1) begin
        out_buf[i] <= 8'd0;
      end
    end else begin
      if (state_q == 4'h3) begin
        out_buf[cnt_arr_d[3:0]] <= pos;   
      end
    end
  end
endmodule
module parity (
  input [31:0] data_i,
  output       even_parity_o
);
  assign even_parity_o = ^data_i;
endmodule
module top (
  input  wire        clk_i,
  input  wire        rst_ni,
  input  wire        wr_en_i,
  input  wire [31:0] addr_i,
  input  wire [31:0] data_i,
  output reg  [31:0] data_o
);
  reg [31:0] reg_data_d;
  reg [31:0] slv_reg0_0, slv_reg0_1;
  reg [31:0] slv_reg1_0, slv_reg1_1, slv_reg1_2, slv_reg1_3, slv_reg1_4;
  reg [31:0] slv_reg1_5, slv_reg1_6, slv_reg1_7, slv_reg1_8;
  reg [31:0] slv_reg2_0, slv_reg2_1;
  wire  [3:0] base   = addr_i[31:28];
  wire [27:0] offset = addr_i[27:0];
  always @(posedge clk_i or negedge rst_ni) begin
    if (!rst_ni) begin
      slv_reg0_0 <= 32'd0;
      slv_reg0_1 <= 32'd0;
      slv_reg1_0 <= 32'd0;
      slv_reg1_1 <= 32'd0;
      slv_reg1_2 <= 32'd0;
      slv_reg1_3 <= 32'd0;
      slv_reg1_4 <= 32'd0;
      slv_reg1_5 <= 32'd0;
      slv_reg1_6 <= 32'd0;
      slv_reg1_7 <= 32'd0;
      slv_reg1_8 <= 32'd0;
      slv_reg2_0 <= 32'd0;
      slv_reg2_1 <= 32'd0;
    end else begin
      if (wr_en_i || valid) begin
        case (base)
          4'h0: begin
            case (offset)
              28'h0: slv_reg0_0 <= data_i;
              28'h1: slv_reg0_1 <= data_i;
              default: begin
                slv_reg0_0 <= slv_reg0_0;
                slv_reg0_1 <= slv_reg0_1;
              end
            endcase
          end
          4'h1: begin
            case (offset)
              28'h0: begin
                if (!busy) begin
                  slv_reg1_0 <= data_i;       
                end else if (valid) begin
                  slv_reg1_0 <= 0;            
                end else begin
                  slv_reg1_0 <= slv_reg1_0;   
                end
              end
              28'h1: slv_reg1_1 <= data_i;
              28'h2: slv_reg1_2 <= data_i;
              28'h3: slv_reg1_3 <= data_i;
              28'h4: slv_reg1_4 <= data_i;
              28'h5: slv_reg1_5 <= data_i;
              28'h6: slv_reg1_6 <= data_i;
              28'h7: slv_reg1_7 <= data_i;
              28'h8: slv_reg1_8 <= data_i;
              default: begin
                slv_reg1_0 <= slv_reg1_0;
                slv_reg1_1 <= slv_reg1_1;
                slv_reg1_2 <= slv_reg1_2;
                slv_reg1_3 <= slv_reg1_3;
                slv_reg1_4 <= slv_reg1_4;
                slv_reg1_5 <= slv_reg1_5;
                slv_reg1_6 <= slv_reg1_6;
                slv_reg1_7 <= slv_reg1_7;
                slv_reg1_8 <= slv_reg1_8;
              end
            endcase
          end
          4'h2: begin
            case (offset)
              28'h0: slv_reg2_0 <= data_i;
              28'h1: slv_reg2_1 <= data_i;
              default: begin
                slv_reg2_0 <= slv_reg2_0;
                slv_reg2_1 <= slv_reg2_1;
              end
            endcase
          end
          default: begin
            slv_reg0_0 <= slv_reg0_0;
            slv_reg0_1 <= slv_reg0_1;
            slv_reg1_0 <= slv_reg1_0;
            slv_reg1_1 <= slv_reg1_1;
            slv_reg1_2 <= slv_reg1_2;
            slv_reg1_3 <= slv_reg1_3;
            slv_reg1_4 <= slv_reg1_4;
            slv_reg1_5 <= slv_reg1_5;
            slv_reg1_6 <= slv_reg1_6;
            slv_reg1_7 <= slv_reg1_7;
            slv_reg1_8 <= slv_reg1_8;
            slv_reg2_0 <= slv_reg2_0;
            slv_reg2_1 <= slv_reg2_1;
          end
        endcase
      end
    end
  end
  always @(posedge clk_i) begin
    data_o <= reg_data_d;
  end
  always @(*) begin
    case (base)
      4'h0: begin
        case (offset)
          28'h0: reg_data_d <= slv_reg0_0;
          28'h1: reg_data_d <= {{24{res_d[7]}}, res_d};
          default: begin
            reg_data_d <= 32'd0;
          end
        endcase
      end
      4'h1: begin
        case (offset)
          28'h0: reg_data_d <= slv_reg1_0;
          28'h1: reg_data_d <= slv_reg1_1;
          28'h2: reg_data_d <= slv_reg1_2;
          28'h3: reg_data_d <= slv_reg1_3;
          28'h4: reg_data_d <= slv_reg1_4;
          28'h5: reg_data_d <= sorted_d[31:0];
          28'h6: reg_data_d <= sorted_d[63:32];
          28'h7: reg_data_d <= sorted_d[95:64];
          28'h8: reg_data_d <= sorted_d[127:96];
          default: begin
            reg_data_d <= 32'd0;
          end
        endcase
      end
      4'h2: begin
        case (offset)
          28'h0: reg_data_d <= slv_reg2_0;
          28'h1: reg_data_d <= {31'd0, even_parity_d};
          default: begin
            reg_data_d <= 32'd0;
          end
        endcase
      end
      default: begin
      end
    endcase
  end
  wire [7:0] res_d;
  arith u_arith (
    .opd1_i(slv_reg0_0[7:0]),
    .opd2_i(slv_reg0_0[15:8]),
    .op_i  (slv_reg0_0[17:16]),
    .res_o (res_d)
  );
  wire busy, valid;
  wire [127:0] sorted_d;
  sort u_sort (
    .clk_i  (clk_i),
    .rst_ni (rst_ni),
    .en_i   (slv_reg1_0[0] ^ busy),
    .busy_o (busy),
    .valid_o(valid),
    .data_i ({slv_reg1_4, slv_reg1_3, slv_reg1_2, slv_reg1_1}),
    .data_o (sorted_d)
  );
  wire even_parity_d;
  parity u_parity (
    .data_i       (slv_reg2_0),
    .even_parity_o(even_parity_d)
  );
endmodule

===== run.sh =====
#!/bin/bash
# OpenROAD 26Q1-2900-gdf79404cd8, Yosys 0.63+post, stock flow scripts
make -C /OpenROAD-flow-scripts/flow DESIGN_CONFIG=/design/flow/config.mk WORK_HOME=/design/flow/orfs finish

===== config.mk =====
export PLATFORM = sky130hd
export DESIGN_NAME = top
export DESIGN_NICKNAME = top
export VERILOG_FILES = /design/flow/design.v
export SDC_FILE = /design/flow/constraint.sdc
export NUM_CORES = 4
export LEC_CHECK = 1
export CORE_UTILIZATION = 30

===== constraint.sdc =====
current_design top

set clk_period 20.1
set clk_io_pct 0.2

create_clock -name clk0 -period $clk_period [get_ports {clk_i}]

set non_clock_inputs [all_inputs -no_clocks]
set_input_delay [expr $clk_period * $clk_io_pct] -clock clk0 $non_clock_inputs
set_output_delay [expr $clk_period * $clk_io_pct] -clock clk0 [all_outputs]

==> impl_metrics.tcl <==
# yosys + openroad results
set metrics [dict create \
    status "finished with violations" \
    violations "capacitance limit, slew limit" \
    core_region_area_um2 262700 \
    fin_util 0.3617 \
    slew_viol_final 12 \
    power_density_nw_per_um2 72.90 \
    grt_start_max_net_pins 132 \
    postCtsSetupBuffers 0 \
    cts_buffer_depth 4 \
    grt_pass1_vias 85000 \
    drt-initial-drc-count 14920 \
    fin_tns_setup_ns 0 \
    vias_per_cell 7.650 \
    seqCellArea_um2 39030 \
    cellInternalPower_mw 5.269 \
    arrival_ns 14.53 \
    r2r_slack_ns 6.32 \
    synthTopLogicFamily "AND-OR/OR-AND gates" \
    cts.hold.buffers_added 0 \
    overflow 0 \
    die_x_um 516.4 \
    wire_per_inst_um 64.80 \
    dp_hpwl_um 586200 \
    worst_pin_slew_ns 1.588 \
    logic_area_um2 38170 \
    grt_pass1_wl_um 1011000 \
    rows 188 \
    largest_area_cell "dfrtp_1" \
    io-pin-count 99 \
    ys_sh_adder 0.009614 \
    edf_count 0 \
    crit_path_top_delay_cell "a21oi_1" \
    totalWireLength_um 800100 \
    finalHoldViolCount 0 \
    track_usage 0.6222 \
    drive_above_1_share 0.1889 \
    clockRootBuffer "clkbuf_16" \
    finalSetupViolCount 0 \
    ys.flop_type "dfrtp_1" \
    synth_stat.cells 8193 \
    ys.flops 1579 \
    ctsResizeCount 0 \
    holdWs_ns 0.4840 \
    holdCritPathClass "register to register" \
    fin_skew_ns 0.09665 \
    mux_share 0.07282 \
    ys_area_um2 79380 \
    rsz0062_at_grt "no" \
    nFillCells 26130 \
    ys_sh_xor 0.008495 \
    p_switching_mw 1.660 \
    crit_type "register to register" \
    clkPwrFrac 0.534 \
    simple_gate_share 0.1544 \
    area_leaders "dfrtp_1 48%, nand3_1 7.6%, mux2_2 6.3%" \
    netlist_area_um2 79380 \
    tritoncts "built" \
    cts_made_buffers 191 \
    pwr-share-seq 0.450 \
    synthDistinctLibCells 105 \
    wl_met2_um 304700 \
    syn_inst 8193 \
    clkLatencyLatePin_ns 0.97 \
    ys_warn_count 6 \
    fmax_mhz 72.56 \
    required_ns 20.85 \
    warnings 50 \
    ant_nets 0 \
    floorplanUtilization 0.3021 \
    clk_pin_slew_worst_paths_ns 0.07 \
    cp-end-kind "register" \
    critPathLaunchType "register" \
    wl_met3_um 126700 \
    port_buffers 98 \
    fin_crit_sh 0.6856 \
    syn_area_per_cell_um2 9.689 \
    untimed_endpoints 64 \
    drt_pass1_iterations 10 \
    async_flop_share 0.9595 \
    p_leak_nw 38.25 \
    drt-met1-wl_um 253800 \
    drc 0 \
    final_area_um2 95040 \
    drv_cap 3 \
    cp_max_fo 48 \
    p_sw_frac 0.2396 \
    num_vias 94470 \
    antenna_found_initial 202 \
    ir_drop_mv 0.08441 \
    yosysMostFrequentCell "dfrtp_1" \
    placed_area_um2 87670 \
    period_minus_slack_ns 13.78 \
    htreeDepth 4 \
    slew_headroom -0.06196 \
    synthAoiAreaFrac 0.2247 \
    worst_path_largest_cell_delay_ns 1.00 \
    cpMostUsedCell "buf_4" \
    yosys.area.top_type_share 0.4776 \
    unclocked_pins 32 \
    yosys-top-cells-count "1515 x dfrtp_1, 1201 x nand3_1, 904 x o21ai_0" \
    die_h_um 516.4 \
    comb_power_share 0.016 \
    place_congestion 1.295 \
    area_growth_pct 19.73 \
    highest_layer "met5" \
    die-area_um2 266700 \
]
==> placed cells by master, fill, tap and decap left out, drive strengths merged, types with 231 or more instances in the layout <==
cell type     n
nand2       570
buf         666
dfrtp      1515
diode       245
o21ai      1159
mux2        463
nand3      1202
nor2        297
a22oi       494
a21oi       231
clkbuf      260
==> cell type report <==
class / instances / area share
Clock buffer: 258 / 0.05704
Tap cell: 3515 / 0.04627
Sequential cell: 1579 / 0.4107
Multi-Input combinational cell: 5863 / 0.4016
Clock inverter: 79 / 0.01085
Inverter: 44 / 0.001738
Timing Repair Buffer: 765 / 0.06540
Antenna cell: 245 / 0.006451
==> through the flow <==
stage | power (mW) | std cells | setup WS, ns
finish | 6.928 | 12350 | 6.319
global route | 7.039 | 12220 | 7.239
CTS | 6.924 | 12090 | 7.457
detailed placement | 3.286 | 11750 | 7.458
global placement | 3.285 | 11750 | 7.475
floorplan | 3.178 | 8193 | 12.98
==> critical path, delay by kind of cell (launching register included) <==
kind,cells,cell delay (ns)
buf+inv,8,5.02
simple gates,9,3.90
flops,1,0.91
fa+ha+maj,1,0.35
mux,2,0.47
compound gates,7,2.55
==> final timing paths <==
path                                 startpoint                     end  cells after the start
min in group asynchronous                rst_ni          slv_reg1_4[17]                      1
max                        u_sort.proc_cnt_q[2]  u_sort.cnt_arr[185][0]                     27
max in group asynchronous                rst_ni  u_sort.cnt_arr[245][2]                      5
min                               slv_reg1_0[4]           slv_reg1_0[4]                      2
max reg2reg                u_sort.proc_cnt_q[2]  u_sort.cnt_arr[185][0]                     27
min reg2reg                       slv_reg1_0[4]           slv_reg1_0[4]                      2
==> power groups by stage <==
stage                 Sequential, mW  Clock (mW)  Combinational, mW
after CTS                       3.12        3.70              0.114
final                           3.12        3.70              0.112
after global routing            3.11        3.80              0.121
==> kinds of logic (layout without fill, tap and decap cells) <==
family / after synthesis / in the layout
simple gates: 2505 / 2505
mux: 514 / 514
buf+inv: 751 / 1146
other cells: 0 / 245
compound gates: 2718 / 2718
flops: 1547 / 1547
fa+ha+maj: 52 / 52
xor+xnor: 74 / 74
latches: 32 / 32
==> state kept, by name (all words and copies together) (netlist names), 32 cells and up <==
register        count
slv_reg1_0         32
slv_reg1_4         32
u_sort.cnt_arr   1024
slv_reg1_3         32
reg_data_d         32
slv_reg0_0         32
slv_reg1_2         32
u_sort.in_buf     128
slv_reg1_1         32
slv_reg2_0         32
u_sort.out_buf    128
data_o             32
==> layer usage <==
layer | global-route usage | vias to the layer above
li1 | - | 32200
met1 | 0.6322 | 47370
met2 | 0.7791 | 10540
met3 | 0.4462 | 4206
met4 | 0.6180 | 153
met5 | 0.2891 | -
Power is estimated from default activity; no workload was simulated.
